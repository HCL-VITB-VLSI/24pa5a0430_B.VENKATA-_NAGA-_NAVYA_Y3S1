==> flow/config.mk <==
export PLATFORM = sky130hd
export DESIGN_NAME = modemux
export DESIGN_NICKNAME = modemux
export VERILOG_FILES = /design/flow/design.v
export SDC_FILE = /design/flow/constraint.sdc
export NUM_CORES = 4
export LEC_CHECK = 1
export CORE_AREA = 10 10 94 94
export DIE_AREA = 0 0 104 104
==> flow/constraint.sdc <==
current_design modemux

set clk_period 5.2
set clk_io_pct 0.2

create_clock -name clk0 -period $clk_period [get_ports {clk}]

set non_clock_inputs [all_inputs -no_clocks]
set_input_delay [expr $clk_period * $clk_io_pct] -clock clk0 $non_clock_inputs
set_output_delay [expr $clk_period * $clk_io_pct] -clock clk0 [all_outputs]
==> flow/design.v <==
module modemux #(
    parameter DATA_WIDTH = 8
)(
    input  wire clk,
    input  wire rst,
    input  wire [3:0] req,
    input  wire [DATA_WIDTH-1:0] data_in0,
    input  wire [DATA_WIDTH-1:0] data_in1,
    input  wire [DATA_WIDTH-1:0] data_in2,
    input  wire [DATA_WIDTH-1:0] data_in3,
    input  wire mode,           
    output reg  [3:0] grant,
    output reg  [DATA_WIDTH-1:0] data_out
);
    reg [1:0] rr_ptr;  
    always @(posedge clk or posedge rst) begin
        if (rst) begin
            grant <= 4'b0000;
            data_out <= {DATA_WIDTH{1'b0}};
            rr_ptr <= 0;
        end else begin
            grant <= 4'b0000;
            data_out <= {DATA_WIDTH{1'b0}};
            if (mode == 0) begin
                if (req[0]) begin grant <= 4'b0001; data_out <= data_in0; end
                else if (req[1]) begin grant <= 4'b0010; data_out <= data_in1; end
                else if (req[2]) begin grant <= 4'b0100; data_out <= data_in2; end
                else if (req[3]) begin grant <= 4'b1000; data_out <= data_in3; end
            end else begin
                integer i;
                reg [1:0] idx;
                reg found;
                found = 0;
                for (i=0; i<4; i=i+1) begin
                    idx = (rr_ptr + i) % 4;
                    if (req[idx] && !found) begin
                        grant <= 4'b0001 << idx;
                        case(idx)
                            0: data_out <= data_in0;
                            1: data_out <= data_in1;
                            2: data_out <= data_in2;
                            3: data_out <= data_in3;
                        endcase
                        rr_ptr <= (idx + 1) % 4;
                        found = 1;
                    end
                end
            end
        end
    end
endmodule
==> flow/run.sh <==
#!/bin/bash
# OpenROAD 26Q1-2900-gdf79404cd8, Yosys 0.63+post, stock flow scripts
make -C /OpenROAD-flow-scripts/flow DESIGN_CONFIG=/design/flow/config.mk WORK_HOME=/design/flow/orfs finish
==> results.txt <==
status -> complete, no violations
die height -> 104 µm
number of buffers added to fix hold violations after cts -> 0
power density cells -> 507 nW/µm²
multi-input logic area -> 1750 µm²
Unique cell types -> 47
CP peak stage delay -> 890 ps
number of endpoints failing setup at the final stage -> 0
cell at the root of the clock tree -> sky130_fd_sc_hd__clkbuf_8
relative contribution of combinational cells to total power -> 0.785
full die area -> 10800 µm²
Yosys Instances -> 288
Slowest cell on crit path -> sky130_fd_sc_hd__mux4_2
Avg Synthesized Cell Area -> 8.10 µm²
Clock Path Buffers -> 2
maxcap violations -> 0
number of antenna diodes -> 0
number of global-route vias before repair -> 2408
Critical Path Sink -> data_out[5]$_DFF_PP0_
worst reg-to-reg path cell count -> 7
share of final-layout standard cells stronger than drive strength 1 -> 0.105
simple-gate portion of the synthesized area -> 0.190
remaining number of nets flagged by the antenna check after routing -> 0
detailed-route vias per instance -> 6.24
tally of buffers added on design ports -> 50
startpoint-to-endpoint class of the critical path -> in -> reg
Registers, synthesis -> 14
initial DRC count -> 352
period utilisation layout -> 0.682
CTS resizes -> 0
end of the worst register-to-register path -> data_out[5]$_DFF_PP0_
critical path, cell by cell -> clkdlybuf4s50_1 -> mux4_2 -> nor3b_4 -> a221oi_1 -> nand4_1 -> o221a_2
count of non-filler cells in the finished layout -> 409
biggest area cells -> sky130_fd_sc_hd__dfrtp_1 (15%), sky130_fd_sc_hd__a222oi_1 (10%), sky130_fd_sc_hd__o21ai_0 (5.8%)
Placed Instance Area -> 2820 µm²
worst voltage drop across the vdd grid -> 0.499 mV
switching power share of the total -> 0.475
Total Power -> 1460 µW
TritonCTS clock tree -> done
setup skew after layout -> 2.88 ps
start of the worst register-to-register path -> rr_ptr[0]$_DFFE_PP0P_
initial antenna violation count -> 0
worst hold path class -> reg -> reg
biggest area consumer among synthesized cells -> sky130_fd_sc_hd__dfrtp_1
count of clock tree sinks -> 14
XOR/XNOR Fraction of Synth Area -> 0.00375
Compound Share, Synth -> 0.434
total tool warning count -> 32
number of optimization iterations in the first detailed-route pass -> 8
asr flop ratio synth -> 1.00
sequential element share of the synthesized area -> 0.150
maximum number of pins on one net before global-route repair -> 30
reported leakage power -> 0.00107 µW
Crit path arrival time -> 3740 ps
design area -> 2880 µm²
number of enable flip-flop cells -> 0
DRT Wirelength -> 7950 µm
DPL Wire Length -> 5170 µm
Fillers -> 706
reg-to-reg slack, setup -> 2120 ps
multiplexer share of the synthesized area -> 0.0804
Die Width -> 104 µm
share of total power in sequential cells -> 0.137
CP max FO -> 20
Worst setup EP type -> register
internal power component -> 766 µW
Row Count -> 30
Placed Cells -> 405
ys flop type -> sky130_fd_sc_hd__dfrtp_1
unrepaired setup endpoints after global routing -> no
remaining max-slew budget at the tightest pin -> 0.392
number of top-level pins -> 51
Critical path origin -> req[2]
final hold vios -> 0
Clk pin slew, worst setup/hold paths -> 70 ps
average detailed-routed wire length per instance -> 19.4 µm
layout-stage area growth over the synthesis result -> 23.4%
highest-count logic cell in the final layout -> sky130_fd_sc_hd__clkdlybuf4s50_1
fin crit period -> 3550 ps
footprint of the flip-flops and latches -> 350 µm²
Top logic family -> AND-OR/OR-AND gates
via total after detailed routing -> 2552
# DRC -> 0
number of buffers added for setup after CTS -> 0
Syn. warnings -> 1
CTS buffer count -> 3
sort of element at the start of the critical path -> primary input
pin slew with the least headroom to its limit -> 909 ps
chip area estimate from yosys synthesis -> 2330 µm²
clock power share -> 0.078
net switching component of the power -> 693 µW
first-pass GRT wire length -> 12800 µm
Adder Area Share -> 0.0429
max-slew violation total from the final report -> 0
final-layout setup total negative slack -> 0 ps
final weighted congestion in routability-driven placement -> 0.914
dominant logic cell types in the final layout -> sky130_fd_sc_hd__clkdlybuf4s50_1 (50), sky130_fd_sc_hd__o21ai_0 (27), sky130_fd_sc_hd__nand2_1 (26)
GRT Overall Usage -> 0.138
area share of the largest cell type after synthesis -> 0.150
post-synthesis cell count -> 288
highest clock rate -> 0.282 GHz
source-to-sink clock delay at the later pin of the worst-skew pair -> 250 ps
netlist area before placement -> 2330 µm²
CORE AREA -> 6830 µm²
Pre-Place Util -> 0.342
remaining global-route overflow -> 0
H-Tree Level Count -> 1
endpoint required time on the critical path -> 5390 ps
==> worst min-delay path by stage <==
| stage | startpoint | endpoint | slack, ps | cells past startpoint |
|---|---|---|---|---|
| 4_1_cts | rr_ptr[1]$_DFFE_PP0P_ | rr_ptr[1]$_DFFE_PP0P_ | 810 | 2 |
| 5_1_grt | rr_ptr[1]$_DFFE_PP0P_ | rr_ptr[1]$_DFFE_PP0P_ | 860 | 2 |
| 6_report | rr_ptr[1]$_DFFE_PP0P_ | rr_ptr[1]$_DFFE_PP0P_ | 830 | 2 |
==> stage by stage <==
stage	utilization	setup WS, ps	hold WS [ps]
after floorplan	-	2610	696
after global placement	0.413	1470	778
after detailed placement	0.413	1450	793
after CTS	0.421	1720	810
after global routing	0.421	1520	857
final	0.421	1650	828
==> area by class of cell <==
| cell class | count | share of cell area |
|---|---|---|
| flip-flops and latches | 14 | 0.122 |
| clock buffers | 4 | 0.0191 |
| well taps | 96 | 0.0417 |
| repair buffers | 57 | 0.192 |
| multi-input cells | 225 | 0.608 |
| inverters | 13 | 0.0169 |
==> worst max-delay path: cells and delay by family <==
family | cells | cell delay, ps
muxes | 1 | 890
and+or+nand+nor | 2 | 620
AOI/OAI and AO/OA | 2 | 320
buffers and inverters | 1 | 850
==> synth_stat cells, types with 7 or more instances <==
library cell               number
sky130_fd_sc_hd__o21ai_0       27
sky130_fd_sc_hd__and2_1         8
sky130_fd_sc_hd__o221a_2        8
sky130_fd_sc_hd__clkbuf_1      16
sky130_fd_sc_hd__a222oi_1      24
sky130_fd_sc_hd__a221o_1        8
sky130_fd_sc_hd__nand2_1       26
sky130_fd_sc_hd__buf_1          7
sky130_fd_sc_hd__nand2b_1      13
sky130_fd_sc_hd__o311a_1        8
sky130_fd_sc_hd__a22o_1         8
sky130_fd_sc_hd__inv_1         13
sky130_fd_sc_hd__mux2i_1       12
sky130_fd_sc_hd__dfrtp_1       14
sky130_fd_sc_hd__ha_1           8
sky130_fd_sc_hd__buf_2          8
sky130_fd_sc_hd__a21oi_1       20
sky130_fd_sc_hd__nand4_1        8
sky130_fd_sc_hd__a221oi_1       7
==> registers in the layout, summed over array words and instances (netlist names) <==
signal	cells
data_out	8
grant	4
rr_ptr	2
==> power groups by stage <==
stage	clock network (µW)	registers [µW]	logic, µW
CTS	115	200	1130
global route	117	210	1250
finish	114	200	1150
==> kinds of logic after synthesis <==
family,Yosys count
fa+ha+maj,8
xor+xnor,1
flops,14
compound gates,126
buf+inv,49
mux,15
simple gates,75
==> metal layers <==
| metal | GRT usage | share of wire |
|---|---|---|
| met1 | 0.209 | 0.46 |
| met2 | 0.206 | 0.44 |
| met3 | 0.0244 | 0.093 |
| met4 | 0.00994 | 0.0060 |
| met5 | 0 | 0 |
Power and IR drop assume default switching activity.
