==> /design/flow/design.v <==
module ringbuffer #(
    parameter DATA_WIDTH = 8,
    parameter DEPTH = 4
)(
    input  wire                  clk,
    input  wire                  rst,
    input  wire                  wr_en,
    input  wire                  rd_en,
    input  wire [DATA_WIDTH-1:0] data_in,
    output reg  [DATA_WIDTH-1:0] data_out,
    output reg                   full,
    output reg                   empty
);
    reg [DATA_WIDTH-1:0] mem [0:DEPTH-1];
    reg [1:0] wr_ptr, rd_ptr;    
    reg [2:0] count;             
    always @(posedge clk or posedge rst) begin
        if (rst) begin
            wr_ptr <= 0;
            rd_ptr <= 0;
            count  <= 0;
            full   <= 0;
            empty  <= 1;
            data_out <= 0;
        end else begin
            if (wr_en && !full) begin
                mem[wr_ptr] <= data_in;
                wr_ptr <= wr_ptr + 1;
                count <= count + 1;
            end
            if (rd_en && !empty) begin
                data_out <= mem[rd_ptr];
                rd_ptr <= rd_ptr + 1;
                count <= count - 1;
            end
            full  <= (count == DEPTH);
            empty <= (count == 0);
        end
    end
endmodule
==> /design/flow/run.sh <==
#!/bin/bash
# OpenROAD 26Q1-2900-gdf79404cd8, Yosys 0.63+post, stock flow scripts
make -C /OpenROAD-flow-scripts/flow DESIGN_CONFIG=/design/flow/config.mk WORK_HOME=/design/flow/orfs finish
==> /design/flow/config.mk <==
export PLATFORM = sky130hd
export DESIGN_NAME = ringbuffer
export DESIGN_NICKNAME = ringbuffer
export VERILOG_FILES = /design/flow/design.v
export SDC_FILE = /design/flow/constraint.sdc
export NUM_CORES = 4
export LEC_CHECK = 1
export CORE_UTILIZATION = 50
==> /design/flow/constraint.sdc <==
current_design ringbuffer

set clk_period 2.8
set clk_io_pct 0.2

create_clock -name clk0 -period $clk_period [get_ports {clk}]

set non_clock_inputs [all_inputs -no_clocks]
set_input_delay [expr $clk_period * $clk_io_pct] -clock clk0 $non_clock_inputs
set_output_delay [expr $clk_period * $clk_io_pct] -clock clk0 [all_outputs]
==> ci_impl_report.md <==
### Flow metrics

| Metric | Value |
|---|---|
| CP endpoint kind | flop |
| P_leak | 0.953 nW |
| Yosys warning tally | 2 |
| Reg2Reg Setup Slack | 0.99 ns |
| WL/cell | 16.2 um |
| Area Growth Syn to Fin | 15.3% |
| Slew @ Worst Pin | 0.737 ns |
| H-tree depth | 2 |
| Setup slack after layout | 0.856 ns |
| DP Worst Slack | 0.529 ns |
| Core Util at FP | 0.538 |
| Min Hold Slack | 0.406 ns |
| Vias in the first global route | 1104 |
| Post-CTS Hold Buffers | 0 |
| Vias | 1087 |
| CTS resizes | 0 |
| Tool Warnings | 32 |
| Final Core Density | 0.620 |
| Synth cell types | 27 |
| Total GRT Usage | 0.191 |
| Fmax | 0.515 GHz |
| Cell count after synthesis | 131 |
| Logic area | 532 sq um |
| Outcome | complete, no violations |
| Power Density | 969 mW/mm^2 |
| Max FO, Critical Path | 21 |
| IO Port Bufs | 21 |
| Post-CTS setup repair buffer count | 0 |
| Io pins | 22 |
| Setup-failing EPs final | 0 |
| Placer Congestion | 0.762 |
| RSZ-0062 raised after global routing | no |
| Yosys cell count | 131 |
| Asr flop ratio synth | 0.347 |
| Syn Area/Cell | 15.6 sq um |
| Share of post-route cells with drive strength above 1 | 0.111 |
| ANT nets after route | 0 |
| FF+latch area | 0.00139 sq mm |
| Fin area | 0.00235 sq mm |
| Yosys stat chip area | 0.00204 sq mm |
| CP Data Arrival Time | 2.13 ns |
| Worst vdd ir | 0.513 mV |
| FILL cells | 277 |
| Tally of max-capacitance violations | 0 |
| Drt first pass iters | 4 |
| Initial antenna violation count | 0 |
| Clock Sinks | 49 |
| First-pass GRT wire length | 5.53 mm |
| Registers, synthesis | 49 |
| # rows | 22 |
| Antenna Cells | 0 |
| Root Buffer | clkbuf_8 |
| Iteration-0 DRC Markers | 29 |
| Max-slew violations | 0 |
| Most numerous logic cells after layout | edfxtp_1 (32), clkdlybuf4s50_1 (21), dfrtp_1 (16) |
| WS Path Type | in2reg |
| Finished Layout Cells | 201 |
| Crit start category | primary input |
| CTS tree | built |
| DIE WIDTH | 65.9 um |
| Setup_tns | 0 ns |
| Final Hold Vio Count | 0 |
| Post-place instance area | 0.00225 sq mm |
| Crit path DRT | 2.98 ns |
| Grt total ovfl | 0 |
| Cycle use final | 0.694 |
| Largest net degree at the start of global routing | 22 |
| HPWL after DPL | 2.14 mm |
| Clk_skew | 0.00975 ns |
| Fin crit period | 1.94 ns |
| EDFF count, synth | 32 |
| Post-synth seq share | 0.680 |
| CTS buffer count | 5 |
| Commonest flop | edfxtp_1 |
| Routed vias/inst | 5.41 |
| Clock-pin slew on the worst setup and hold paths | 0.08 ns |
| # DRC | 0 |
| Insertion Delay late pin | 0.30 ns |
| Core area | 0.00380 sq mm |
| Mapped Area | 0.00204 sq mm |
| Top cell excl fill/tap | edfxtp_1 |
| Die Area | 0.00434 sq mm |
| Slew headroom | 0.509 |
| Drt total wl | 3.26 mm |
| Placed insts | 193 |
| Max clock buf depth | 2 |
| Die H | 65.9 um |
| Final Power | 2.28 mW |
| Worst min path class | reg2reg |
[registers in the layout, indices dropped and copies added (netlist names)]
name      cells
count         3
data_out      8
empty         1
full          1
mem          32
rd_ptr        2
wr_ptr        2
[cell usage after synthesis, drive strengths merged (2+ instances only)]
library cell,n,area share
ha,8,0.049
edfxtp,32,0.47
mux2,2,0.011
a22oi,8,0.029
mux2i,2,0.0098
dfrtp,16,0.20
a221oi,8,0.047
xnor2,4,0.017
and2,4,0.012
inv,15,0.028
a21o,8,0.029
nand2b,2,0.0098
a21oi,8,0.023
buf,7,0.032
[power breakdown]
| part | switching, mW | internal (mW) |
|---|---|---|
| Combinational | 0.370 | 0.386 |
| Sequential | 0.0929 | 0.953 |
| Clock | 0.215 | 0.265 |
[final cells by class]
class                   instances  share of cell area
clock inverters                 2              0.0149
clock buffers                   6              0.0308
inverters                      15              0.0239
flip-flops and latches         49               0.590
multi-input cells              60               0.226
repair buffers                 21              0.0893
well taps                      48              0.0255
[metal layers]
metal  GRT usage  share of wire  vias up
met2       0.277           0.46       29
li1            -              -      515
met3      0.0682          0.059        5
met1       0.320           0.46      538
met5           0              0        -
met4      0.0217          0.015        0
[path summary, 6_finish.rpt]
check                      cells after the start     endpoint       from
setup reg to reg                               5  data_out[6]  rd_ptr[0]
max in group asynchronous                      2    rd_ptr[1]        rst
hold / removal                                 1        empty   count[0]
hold reg to reg                                1        empty   count[0]
min in group asynchronous                      2  data_out[0]        rst
setup / recovery                               6     count[2]      rd_en
[logic make-up after synthesis]
group | synth area share
flip-flops | 0.680
multiplexers | 0.0208
AND-OR/OR-AND | 0.129
XOR/XNOR | 0.0172
buffers and inverters | 0.0600
adder cells (fa/ha/maj) | 0.0588
AND/OR/NAND/NOR | 0.0349
[critical path: stages]
cell	delay, ns
clkdlybuf4s50_1	0.50
nand2b_4	0.19
fa_1	0.44
nor3b_1	0.19
mux2i_1	0.11
xnor2_1	0.13
Power figures rest on the tool's default switching activity, not on a simulated workload.
