**flow/design.v**
```verilog
module rotatorunit #(
    parameter int WIDTH = 8
) (
    input  logic              clk,
    input  logic              rst_n,       
    input  logic              enable,      
    input  logic              load,        
    input  logic              dir,         
    input  logic [WIDTH-1:0]  data_in,
    output logic [WIDTH-1:0]  data_out
);
    logic [WIDTH-1:0] state;
    function automatic [WIDTH-1:0] rol1(input [WIDTH-1:0] x);
        rol1 = {x[WIDTH-2:0], x[WIDTH-1]};
    endfunction
    function automatic [WIDTH-1:0] ror1(input [WIDTH-1:0] x);
        ror1 = {x[0], x[WIDTH-1:1]};
    endfunction
    always_ff @(posedge clk or negedge rst_n) begin
        if (!rst_n) begin
            state <= '0;
        end else if (enable) begin
            if (load)
                state <= data_in;
            else
                state <= dir ? ror1(state) : rol1(state);
        end
    end
    assign data_out = state;
endmodule
```
**flow/run.sh**
```bash
#!/bin/bash
# OpenROAD 26Q1-2900-gdf79404cd8, Yosys 0.63+post, stock flow scripts
make -C /OpenROAD-flow-scripts/flow DESIGN_CONFIG=/design/flow/config.mk WORK_HOME=/design/flow/orfs finish
```
**flow/config.mk**
```make
export PLATFORM = sky130hd
export DESIGN_NAME = rotatorunit
export DESIGN_NICKNAME = rotatorunit
export VERILOG_FILES = /design/flow/design.v
export SDC_FILE = /design/flow/constraint.sdc
export NUM_CORES = 4
export LEC_CHECK = 1
export CORE_AREA = 10 10 76 76
export DIE_AREA = 0 0 86 86
```
**flow/constraint.sdc**
```tcl
current_design rotatorunit

set clk_period 1.6
set clk_io_pct 0.2

create_clock -name clk0 -period $clk_period [get_ports {clk}]

set non_clock_inputs [all_inputs -no_clocks]
set_input_delay [expr $clk_period * $clk_io_pct] -clock clk0 $non_clock_inputs
set_output_delay [expr $clk_period * $clk_io_pct] -clock clk0 [all_outputs]
```
==> flow_summary_export.csv <==
group,metric,value,unit
placed_design,gp_congestion,0.737,
global_routing,grt_pass1_vias,442,
placed_design,io_buffer_count,20,
global_routing,antenna_found_initial,0,
routing,ant_nets,0,
cts,cts_tree,"yes",
cts,clock_sinks,8,
synth,netlist_area,538,µm²
synth,synth_flops,8,
worst_setup_path,startpoint_type,"flip-flop",
global_routing,grt-ovfl-total,0,
run,drv_cap,0,
cts,root_buffer,"clkbuf_8",
cells_and_area,final_cell_area,848,µm²
worst_setup_path,crit_path_top_delay_cell,"clkdlybuf4s50_1",
synth,yosys_warnings,1,
routing,drt-initial-drc-count,19,
worst_setup_path,critPathBufInv,1,
synth,ys_seq_share,0.372,
floorplanning,die_area,7400,µm²
final_timing,fin_hold_ws,386,ps
global_routing,grt_pass1_wl,2350,µm
power,power.leakage,0.000352,µW
cts,clkTransAtPathRegs,40,ps
final_timing,drv_slew,0,
floorplanning,coreArea,4120,µm²
cts,postCtsSetupBuffers,0,
cts,hold_buffers,0,
floorplanning,die_h,86,µm
placed_design,dp.cells,114,
worst_setup_path,cp_max_fo,4,
worst_setup_path,worstSetupPathType,"flip-flop to output pin",
run,warnings,25,
worst_setup_path,cp.required,1280,ps
worst_setup_path,crit_path_end_kind,"output pin",
synth,synth_cells,45,
final_timing,worstMarginPinSlew,386,ps
power,powerDensity,820,nW/µm²
final_timing,setup_slack,137,ps
floorplanning,fp_util,0.131,
cells_and_area,logic_area,297,µm²
final_timing,period_used_share,0.914,
worst_setup_path,cpPeakStageDelay,510,ps
power,p_sw,169,µW
synth,avgSynthCellArea,12.0,µm²
routing,drcViolationCount,0,
global_routing,grt_max_degree,18,
placed_design,post-place-ws,172,ps
synth,synth.top_cell.area_share,0.372,
cts,cts_buffer_depth,2,
global_routing,grt_util_all_layers,0.0400,
final_timing,hold_violations,0,
worst_setup_path,worst_ep_arrival_time,1140,ps
power,internal_power,526,µW
routing,via_count,412,
synth,yosys.area.top_type,"dfrtp_1",
worst_setup_path,cp_top_family,"buffers and inverters",
cells_and_area,fillers,448,
floorplanning,num_rows,23,
final_timing,max_freq,684,MHz
power,clock_power_share,0.336,
final_timing,min_period,1460,ps
worst_setup_path,worstPathCellList,"clkdlybuf4s50_1",
cells_and_area,layout_top_cells,"20 x clkdlybuf4s50_1, 8 x mux2i_1, 8 x nand3_1, 8 x o211ai_2, 8 x dfrtp_1",
final_timing,setup_violations,0,
cells_and_area,largest_reg_flops,8,
cells_and_area,layout_top_cell,"clkdlybuf4s50_1",
synth,yosys_cells,45,
cts,clock_latency,220,ps
synth,top_cells_by_area,"dfrtp_1 37%, o211ai_2 19%, mux2i_1 15%, nand3_1 7.4%, buf_6 6.3%",
power,max-vdd-ir-drop,0.299,mV
cells_and_area,top_regs,"state (8)",
placed_design,placed_cell_area,807,µm²
routing,post_drt_wl_per_cell,12.5,µm
power,switching_share,0.243,
routing,wl,1460,µm
routing,antennaDiodeCount,0,
cts,cts_resized,0,
cells_and_area,final_cells,117,
cts,cts_buffers,3,
final_timing,tns,0,ps
power,p_seq_frac,0.381,
hold_path,hold_class,"input pin to async pin",
final_timing,rsz0062_at_grt,"false",
cells_and_area,top_register,"state",
cells_and_area,syn_to_final_growth,57.7,%
cells_and_area,seqCellArea,200,µm²
synth,yosys_area,538,µm²
routing,firstDrtPassIters,4,
status,outcome,"completed",
synth,synth.distinct_cells,11,
cells_and_area,drive_gt1_frac,0.284,
floorplanning,ios,21,
final_timing,skew,1.15,ps
cts,cts_max_level,1,
placed_design,hpwl,1170,µm
power,combPwrFrac,0.283,
floorplanning,die_w,86,µm
routing,viasPerCell,3.52,
final_timing,slew_headroom,0.742,
-- cell usage after synthesis --
cell	instances
buf_6	3
nand3_1	8
buf_4	1
nand2b_1	2
or2b_2	2
nand2b_4	1
nand2b_2	2
or2b_1	2
o211ai_2	8
mux2i_1	8
dfrtp_1	8
-- per-layer routing --
metal | vias to the layer above | GRT usage | wire [µm]
met2 | 17 | 0.0500 | 547
met4 | 0 | 0 | 0
li1 | 211 | - | -
met5 | - | 0 | 0
met1 | 184 | 0.0553 | 710
met3 | 0 | 0.0315 | 206
-- path summary, 6_finish.rpt --
path	startpoint	end	slack [ps]	cells past startpoint
max in group asynchronous	rst_n	state[7]$_DFFE_PN0P_	940	1
worst max-delay path	state[6]$_DFFE_PN0P_	data_out[6]	140	1
min in group clk0	state[2]$_DFFE_PN0P_	state[2]$_DFFE_PN0P_	560	2
worst min register to register	state[2]$_DFFE_PN0P_	state[2]$_DFFE_PN0P_	560	2
worst max register to register	state[5]$_DFFE_PN0P_	state[5]$_DFFE_PN0P_	760	2
worst min-delay path	rst_n	state[1]$_DFFE_PN0P_	390	1
-- metrics by stage --
stage	total power, µW	util
6_report	696	0.206
5_1_grt	747	0.206
4_1_cts	711	0.206
3_5_place_dp	469	0.196
3_3_place_gp	467	0.196
2_1_floorplan	349	-
-- power groups by stage --
stage	Combinational [µW]	Clock, µW	Sequential, µW
6_report	197	234	265
4_1_cts	202	244	266
5_1_grt	216	260	271
-- layout make-up --
class | count | area share
Multi-Input combinational cell | 33 | 0.350
Timing Repair Buffer | 23 | 0.292
Sequential cell | 8 | 0.236
Tap cell | 50 | 0.0737
Clock buffer | 3 | 0.0487
-- cells by family after synthesis --
logic type	synth area share
buffers and inverters	0.0767
multiplexers	0.149
flip-flops	0.372
AND-OR/OR-AND	0.186
AND/OR/NAND/NOR	0.216
Power is estimated from default activity; no workload was simulated.
